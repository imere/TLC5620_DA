--- design.v ---
module Convert (
	input clk,
	input [3:0] i,       
	output reg [7:0] o
);
	always @ (posedge clk)
		begin
			case (i)
				8'd0: o <= 8'b11000000;
				8'd1: o <= 8'b11111001;
				8'd2: o <= 8'b10100100;
				8'd3: o <= 8'b10110000;
				8'd4: o <= 8'b10011001;
				8'd5: o <= 8'b10010010;
				8'd6: o <= 8'b10000010;
				8'd7: o <= 8'b11111000;
				8'd8: o <= 8'b10000000;
				8'd9: o <= 8'b10010000;
				8'd10: o <= 8'b10001000;
				8'd11: o <= 8'b10000011;
				8'd12: o <= 8'b11000110;
				8'd13: o <= 8'b10100001;
				8'd14: o <= 8'b10000110;
				8'd15: o <= 8'b10001110;
				default: o <= 8'b10111111;
			endcase
		end
endmodule
module DA_TCL5620 (
	input clk,
	output reg data,
	output reg load = 1,
	output reg ldac = 0,
	output reg [19:0] data_tmp
);
	localparam _DACA = 2'b00;
	localparam _DACB = 2'b01;
	localparam _DACC = 2'b10;
	localparam _DACD = 2'b11;
	parameter [1:0] DAC_OUT = _DACA;
	parameter RNG = 1'b0;
	parameter [7:0] CODE = 8'b10_000_000;
	localparam [10:0] _D = { DAC_OUT, RNG, CODE };
	reg [4:0] count = 0;
	localparam _DATA_COUNT = 5'd11;
	always @ (posedge clk)
		begin
			if (count < _DATA_COUNT + 1)
				begin
					case (count)
						0:
							begin
								data <= _D[10];
							end
						1:
							begin
								data <= _D[9];
							end
						2:
							begin
								data <= _D[8];
							end
						3:
							begin
								data <= _D[7];
							end
						4:
							begin
								data <= _D[6];
							end
						5:
							begin
								data <= _D[5];
							end
						6:
							begin
								data <= _D[4];
							end
						7:
							begin
								data <= _D[3];
							end
						8:
							begin
								data <= _D[2];
							end
						9:
							begin
								data <= _D[1];
							end
						10:
							begin
								data <= _D[0];
							end
						default: data <= 0;
					endcase
					count = count + 5'd1;
					data_tmp <= 25 * (RNG + 1) * CODE / 256;
				end
			else
				begin
					count = 0;
					data <= 0;
				end
		end
	always @ (posedge clk)
		begin
			if (count < _DATA_COUNT + 1)
				begin
					load <= 1;
				end
			else
				begin
					load <= 0;
				end
		end
endmodule
module SegSel (
	input clk,
	input rst,
	input [19:0] data_tmp,
	output reg [2:0] sel = 0,
	output reg [3:0] seg_tmp
);
	reg ck;
	integer cnt = 0;
	always @ (posedge clk)
		begin
			if (cnt < 80_000)
				begin
					cnt = cnt + 1;
				end
			else
				begin
					cnt = 0;
					ck = ~ck;
				end
		end
	always @ (posedge ck)
		begin
				if (sel < 3'd5)
					begin
						sel <= sel + 3'd1;
					end
				else
					begin
						sel <= 0;
					end
				case (sel)
					0:
						begin
							seg_tmp <= data_tmp[19:16];
							sel <= 3'd1;
						end
					1:
						begin
							seg_tmp <= data_tmp[15:12];
							sel <= 3'd2;
						end
					2:
						begin
							seg_tmp <= data_tmp[11:8];
							sel <= 3'd3;
						end
					3:
						begin
							seg_tmp <= data_tmp[7:4];
							sel <= 3'd4;
						end
					4:
						begin
							seg_tmp <= data_tmp[3:0];
							sel <= 3'd5;
						end
					default:
						begin
							sel <= 3'd0;
							seg_tmp <= 4'd0;
						end
				endcase
		end
endmodule
module b2bcd_99 (
	input [19:0] din,
	output [19:0] dout
);
	assign dout = din + (din / 8'd10) * 8'd6;
endmodule
module top (
	input clk,
	input rst,
	output data,
	output load,
	output ldac,
	output [2:0] sel,
	output [7:0] seg
);
	wire [3:0] seg_tmp;
	wire [19:0] data_tmp;
	wire [19:0] bcd_data_tmp;
	DA_TCL5620 da (.clk(clk), .data(data), .load(load), .ldac(ldac), .data_tmp(data_tmp));
	b2bcd_99 b2bcd (.din(data_tmp), .dout(bcd_data_tmp));
	SegSel ss (.clk(clk), .rst(rst), .data_tmp(bcd_data_tmp), .sel(sel), .seg_tmp(seg_tmp));
	Convert cvtr (.clk(clk), .i(seg_tmp), .o(seg));
endmodule
--- run.sh ---
#!/bin/bash
# OpenROAD 26Q1-2900-gdf79404cd8, Yosys 0.63+post, stock flow scripts
make -C /OpenROAD-flow-scripts/flow DESIGN_CONFIG=/design/flow/config.mk WORK_HOME=/design/flow/orfs finish
--- config.mk ---
export PLATFORM = sky130hd
export DESIGN_NAME = top
export DESIGN_NICKNAME = top
export VERILOG_FILES = /design/flow/design.v
export SDC_FILE = /design/flow/constraint.sdc
export NUM_CORES = 4
export LEC_CHECK = 1
export CORE_AREA = 10 10 110 110
export DIE_AREA = 0 0 120 120
--- constraint.sdc ---
current_design top

set clk_period 6.2
set clk_io_pct 0.2

create_clock -name clk0 -period $clk_period [get_ports {clk}]

set non_clock_inputs [all_inputs -no_clocks]
set_input_delay [expr $clk_period * $clk_io_pct] -clock clk0 $non_clock_inputs
set_output_delay [expr $clk_period * $clk_io_pct] -clock clk0 [all_outputs]
==> impl_metrics.tcl <==
# place-and-route summary
set metrics [dict create \
    antenna_found_initial 0 \
    leakage_nw 0.892 \
    warnings 26 \
    synth-seq-area-share_pct 49.6 \
    drc 0 \
    cts_root_buffer "clkbuf_8" \
    yosysCellCount 222 \
    cts_resized 0 \
    clk_latency_ns 0.29 \
    drt-initial-drc-count 98 \
    outcome "finished, final reports clean" \
    die_area_um2 14400 \
    fillers 1056 \
    die_x_um 120 \
    critPathCaptureType "output port" \
    tightest_slew_ns 0.875 \
    critical_path.slowest_cell "clkdlybuf4s50_1" \
    syn_inst 222 \
    power_density_nw_per_um2 204 \
    critPathMaxStageDelay_ns 0.47 \
    ys.warnings.count 3 \
    ff_type "dfxtp_1" \
    mostFrequentLayoutCell "dfxtp_1" \
    htree_levels 2 \
    finalHoldViolCount 0 \
    tns_ns 0 \
    rows 36 \
    fin_crit_sh_pct 37.6 \
    ys_ff 50 \
    max_freq_mhz 430 \
    grt_max_degree 18 \
    async_flop_share_pct 0 \
    utilization_pct 24.1 \
    synth.distinct_cells 33 \
    synth_area_um2 2040 \
    setup_violations 0 \
    port_buffers 11 \
    largest_area_cell "dfxtp_1" \
    ys_chip_area_um2 2040 \
    mostFrequentLayoutCells "49 x dfxtp_1, 24 x nor2_1, 15 x a21oi_1, 12 x nand2_1, 12 x xnor2_1" \
    die_y_um 120 \
    required_ns 4.96 \
    unclocked_regs 5 \
    place_congestion 0.812 \
    crit_buf_inv 1 \
    worst-r2r-setup-slack_ns 4.02 \
    top_area_share_pct 48.1 \
    cp_top_family "buffers and inverters" \
    period_minus_slack_ns 2.33 \
    critical_path_class "flip-flop to output port" \
    grt_first_pass_wirelength_um 6390 \
    hold_path.class "flip-flop to flip-flop" \
    wl_per_cell_um 9.81 \
    grt-ovfl-total 0 \
    grt_pass1_vias 1401 \
    crit_path_max_fanout 2 \
    clk_pin_slew_ns 0.08 \
    vias_per_cell 4.10 \
    antenna_left 0 \
    max-cap-violations 0 \
    n_antenna_cell 0 \
    grt_use_total_pct 5.06 \
    post_cts_buffers 0 \
    wirelength_um 3590 \
    core-area_um2 9770 \
    area_growth_pct 15.7 \
    cts_tree "done" \
    edf_count 1 \
    dp_hpwl_um 2520 \
    vdd_drop_max_uv 78.8 \
    startpoint_type "flip-flop" \
    syn_area_per_cell_um2 9.18 \
    slew_violations 0 \
    path_cells "clkdlybuf4s50_1" \
    vias 1501 \
    topCellsByArea "dfxtp_1 48%, xnor2_1 5.2%, nor2_1 4.4%, a21oi_1 3.7%, or3_1 3.1%" \
    rsz0062_at_grt "false" \
    cts_made_buffers 5 \
    cts_buffer_depth 2 \
    slew_headroom_pct 41.5 \
    drive_above_1_share_pct 5.58 \
    total_power_w 0.000480 \
    crit_arrival_ns 1.09 \
    cts_hold_buf 0 \
    fin_worst_skew_ns 0.00743 \
    unconstrained_endpoints 13 \
    dr.pass1.iters 4 \
    ios 16 \
    initial_core_util_pct 20.9 \
]
[state kept, by name (all words and copies together) (netlist names)]
signal      count
ss.ck           1
ss.cnt         32
ss.sel          3
da.data         1
da.count        5
da.load         1
ss.seg_tmp      2
cvtr.o          5
[through the flow]
step	hold WS, ns	setup WS (ns)	instance area, um2	std cells
6_report	0.447	3.87	2360	366
2_1_floorplan	0.413	4.55	2050	224
4_1_cts	0.449	3.85	2360	366
5_1_grt	0.459	3.81	2360	366
3_5_place_dp	0.432	4.05	2270	358
3_3_place_gp	0.429	4.08	2270	358
[final timing paths]
kind          startpoint          end  depth (start not counted)
max            cvtr.o[3]       seg[3]                          1
min          da.count[4]  da.count[3]                          1
max reg2reg    ss.cnt[8]   ss.cnt[15]                          5
min reg2reg  da.count[4]  da.count[3]                          1
[routing by layer]
| layer | global-route usage, % | up-vias | routed length [um] |
|---|---|---|---|
| met5 | 0 | - | 0 |
| met4 | 0.754 | 0 | 29 |
| met3 | 1.48 | 2 | 166 |
| met2 | 7.02 | 15 | 1470 |
| met1 | 7.74 | 684 | 1930 |
| li1 | - | 800 | - |
[power by group]
part	leakage (nW)	switching [W]	internal, W
sequential	0.408	0.00000166	0.000292
combinational	0.439	0.00000179	0.00000274
clock	0.0455	0.0000907	0.0000909
total	0.892	0.0000942	0.000386
[cells in the mapped netlist, types with 3 or more instances]
library cell and instances:
buf_4 5, nand3_1 9, buf_2 6, xnor2_1 12, nor2b_1 3, nor2_1 24, o31ai_1 4, or3_1 10
xor2_1 5, and4_1 3, or4_1 5, and3_1 7, a21oi_1 15, nor4_1 7, dfxtp_1 49, o21ai_0 10
nor3_1 6, nand2_1 12, inv_1 5, nand4_1 9
[worst reg2reg max path: stages, from the launching register on]
cell and delay [ns]:
dfxtp_1 0.45, nor4_1 0.07, or3_1 0.39, a31oi_2 0.74, buf_4 0.36, nor2_1 0.07
[area by class of cell]
class | count | area, um2 | area share, %
multi-input combinational | 158 | 955 | 40.5
inverter | 5 | 18.8 | 0.796
sequential | 50 | 1010 | 42.9
timing repair buffer | 12 | 118 | 4.99
clock buffer | 8 | 90.1 | 3.82
tap | 133 | 166 | 7.06
[cells by family after synthesis]
family | share of synthesized area (%)
flip-flops | 49.6
multiplexers | 0.491
buffers and inverters | 4.24
AND/OR/NAND/NOR | 28.0
XOR/XNOR | 7.30
adder cells (fa/ha/maj) | 1.23
other | 0.368
AND-OR/OR-AND | 8.78
No activity file was given, so power comes from the tool's default toggle rates.
